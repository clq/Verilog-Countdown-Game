==> /design/flow/design.v <==
`timescale 1ns / 1ps
module Countdown(clk, reset, stop, from, current, win, lose );
parameter CLOCK = 50000000;
input clk;
input reset;
input stop;
input [6:0] from;
output [6:0] current;
output win;
output lose;
reg [25:0] counter;
reg [6:0] current;
reg win = 0;
reg lose = 0;
reg pause = 1;
wire clk;
always @ (posedge clk) begin
if (reset) begin
current = from;
counter = 0;
pause <= 0;
lose <= 0;
win <= 0;
end
if ((stop) && (pause == 0)) begin
pause <= 1;
	if (current == 0) begin
	win <= 1;
	lose <= 0;
	end
	if (current != 0) begin
	lose <= 1;
	win <= 0;
	end
end
	if ((counter < CLOCK) && (pause == 0)) begin
	counter = counter + 1;
	end
	if ((counter >= CLOCK) && (pause == 0)) begin
		if (current == 0) begin
		lose <= 1;
		pause <= 1;
		end
		if (current > 0) begin
		current = current - 1;
		end
	counter = 0;
	end
end 
endmodule
`timescale 1ns / 1ps
module DigitToSeg(clk, Digit, Segments );
input clk;
input [3:0] Digit;
output [6:0] Segments;
reg [6:0] Segments;
always @(posedge clk) begin
	if (Digit == 0) begin
	Segments <= 7'b1000000;
	end if (Digit == 1) begin
	Segments <= 7'b1111001;
	end if (Digit == 2) begin
	Segments <= 7'b0100100;
	end if (Digit == 3) begin
	Segments <= 7'b0110000;
	end if (Digit == 4) begin
	Segments <= 7'b0011001;
	end if (Digit == 5) begin
	Segments <= 7'b0010010;
	end if (Digit == 6) begin
	Segments <= 7'b0000010;
	end if (Digit == 7) begin
	Segments <= 7'b1111000;
	end if (Digit == 8) begin
	Segments <= 7'b0000000;
	end if (Digit == 9) begin
	Segments <= 7'b0011000;
	end
end
endmodule
`timescale 1ns / 1ps
module SevenSegment2digit(clk, number, ten, one );
input [6:0] number;
input clk;
output [6:0] ten;
output [6:0] one;
wire [6:0] ten;
wire [6:0] one;
reg [3:0] tens;
reg [3:0] ones;
DigitToSeg left(clk, tens, ten);
DigitToSeg right(clk, ones, one);
	always @(posedge clk) begin
	if (number < 10) begin
	tens = 0;
	end if ((number > 9) && (number < 20)) begin
	tens = 1;
	end if ((number > 19) && (number < 30)) begin
	tens = 2;
	end if ((number > 29) && (number < 40)) begin
	tens = 3;
	end if ((number > 39) && (number < 50)) begin
	tens = 4;
	end if ((number > 49) && (number < 60)) begin
	tens = 5;
	end if ((number > 59) && (number < 70)) begin
	tens = 6;
	end if ((number > 69) && (number < 80)) begin
	tens = 7;
	end if ((number > 79) && (number < 90)) begin
	tens = 8;
	end if ((number > 89) && (number < 100)) begin
	tens = 9;
	end
	ones = (number - (tens * 10));
	end
endmodule
`timescale 1ns / 1ps
module main(clk, reset, multiply, stop, Led, seg, an, sw, dp );    
parameter CLOCK = 50000000;
input reset;
input multiply;
input stop;	
input clk;
input [7:0] sw;
output [7:0] Led;
output [6:0] seg;
output [3:0] an;
output dp;
reg [17:0] counter;
reg [6:0] From;
reg pause = 1;
reg startup;
reg dp;
reg [7:0] Led;
reg [3:0] an;
reg [6:0] seg;
wire [6:0] tens;
wire [6:0] ones;
wire [6:0] Number;
wire win;
wire lose;
wire clk;
initial begin
startup <= 1;
end
SevenSegment2digit A1(clk, Number, tens, ones);
Countdown C1(clk, reset, stop, From, Number, win, lose);
always @(posedge clk) begin
Led = 0;
counter = counter + 1;
	if (stop) begin
	pause <= 1;
	end
	if (reset) begin
	From <= 10;
	pause <= 0;
	startup <= 0;
	dp <= 1;
	end
	if ((8'b10000000 & sw) == 8'b10000000) begin
	Led = Led + 1;
	end if ((8'b01000000 & sw) == 8'b01000000) begin
	Led = Led + 1;
	end if ((8'b00100000 & sw) == 8'b00100000) begin
	Led = Led + 1;
	end if ((8'b00010000 & sw) == 8'b00010000) begin
	Led = Led + 1;
	end if ((8'b00001000 & sw) == 8'b00001000) begin
	Led = Led + 1;
	end if ((8'b00000100 & sw) == 8'b00000100) begin
	Led = Led + 1;
	end if ((8'b00000010 & sw) == 8'b00000010) begin
	Led = Led + 1;
	end if ((8'b00000001 & sw) == 8'b00000001) begin
	Led = Led + 1;
	end
	if (multiply) begin
	Led = Led * 2;
	end
	if ((counter == 18'b000000000000000001) && (tens != 7'b1000000) && (!pause)) begin
	an <= 4'b0111;
	seg <= tens;
	end
	if ((counter == 18'b100000000000000000) && (!pause)) begin
	an <= 4'b1011;
	seg <= ones;
	end
	if (pause || lose) begin
		if (win) begin
		an <= 4'b1100;
		seg <= 7'b1000001;
		end
		if (lose) begin
		an <= 4'b1101;
		seg <= 7'b1000111;
		end
	end
	if (startup == 1) begin
		if (counter == 18'b001111111100000001) begin
		an <= 4'b0111;
		seg <= 7'b1000110;
		dp <= 1;
		end
		if (counter == 18'b100000000000000000) begin
		an <= 4'b1011;
		seg <= 7'b1000111;
		dp <= 1;
		end
		if (counter == 18'b000000000000000001) begin
		an <= 4'b1101;
		seg <= 7'b1000000;
		dp <= 0;
		end
	end
end
endmodule
==> /design/flow/run.sh <==
#!/bin/bash
# OpenROAD 26Q1-2900-gdf79404cd8, Yosys 0.63+post, stock flow scripts
make -C /OpenROAD-flow-scripts/flow DESIGN_CONFIG=/design/flow/config.mk WORK_HOME=/design/flow/orfs finish
==> /design/flow/config.mk <==
export PLATFORM = sky130hd
export DESIGN_NAME = main
export DESIGN_NICKNAME = main
export VERILOG_FILES = /design/flow/design.v
export SDC_FILE = /design/flow/constraint.sdc
export NUM_CORES = 4
export LEC_CHECK = 1
export CORE_UTILIZATION = 50
==> /design/flow/constraint.sdc <==
current_design main

set clk_period 12.2
set clk_io_pct 0.2

create_clock -name clk0 -period $clk_period [get_ports {clk}]

set non_clock_inputs [all_inputs -no_clocks]
set_input_delay [expr $clk_period * $clk_io_pct] -clock clk0 $non_clock_inputs
set_output_delay [expr $clk_period * $clk_io_pct] -clock clk0 [all_outputs]
==> design notes <==
The count of mapped cells out of synthesis was 717. The longest clock path from root to sink contains 2 buffers. For this design, the CTS-stage hold fixing added 0 buffers. For reference, the placement row count at floorplan is 39.

The detailed router finished its first iteration with 359 violations. The final setup skew is 8.629 ps, and the y dimension of the die is 110.8 um. In this run, the synthesized area fraction spent on adder and majority cells is recorded as 3.088%. Counting tap cells, the placed design contains a total of 858 instances.

Final hold analysis gives a worst-case slack of 454.9 ps. The region available for standard cell placement spans 0.01147 mm2. The flow ran to the end, and the final reports show no timing, DRC or antenna violations.

Area fraction in compound gates: 14.32%. The detailed-route vias per instance is 5.794. With the count of instances resized after the clock tree is built at 0, the net switching share of the total power is 25.29%. In this run the number of H-tree levels came out at 3.

The top cell types in the final layout, fill and taps aside, are 103 x sky130_fd_sc_hd__dfxtp_1, 72 x sky130_fd_sc_hd__nand2_1, 55 x sky130_fd_sc_hd__nor2_1, 42 x sky130_fd_sc_hd__xnor2_1, 37 x sky130_fd_sc_hd__nor3_1. Of the available clock period, the critical path in the final layout requires 51.94%. Once layout is complete, the utilization of the core stands at 57.18%. The layout cell share with drive strength beyond 1 is 5.609%, and the post-route non-filler standard cell count is 874. The ratio of total power to cell area was 113.5 mW/mm2; the register share of total power was 48.3%. After synthesis, the design contains 717 cells according to Yosys. The analysis reports a worst IR drop on VDD of 0.0001325 V. The class of the tightest hold or removal check was flip-flop to flip-flop. The run gives 37 as the largest net degree at the start of global routing.

Counting I/O delays and the setup requirement, the final critical path takes 6337 ps. In this run the mean area of a mapped cell was 8.251 um2. Per the CTS log, the root buffer master is sky130_fd_sc_hd__clkbuf_16. The transition time at the pin with the least slew margin came out at 831.5 ps. Across every metal layer, demand over resource in global routing totals 22.11%.

The routed via count is 5064. Per the OpenROAD power report, switching power amounts to 188.2 uW. According to the dpl log, the detail-placed design has an HPWL of 9.490 mm.

In this run the maximum-capacitance check reported violations numbering 0. In this run the remaining antenna-violating nets after routing total 0. Setup repair after global routing left no endpoint under its margin. Required time of the critical path: 12440 ps.

The Yosys step of the flow raised 4 warnings. Looking at the cell usage after synthesis, the top flip-flop cell is sky130_fd_sc_hd__dfxtp_1. With the hold violation count in the final report at 0, the overall power consumption is 744.4 uW. The first global-routing pass estimated 22.06 mm of wire. The run gives 0 as the initial antenna violation count. The most common logic cell in the final layout is sky130_fd_sc_hd__dfxtp_1. The worst-case max-slew headroom was logged as 44.14%.

Per the timing report, the achievable frequency comes out to 157.8 MHz. The async set-reset flop share out of synthesis was 0%; the relative area change from synthesis to final layout was 10.85%. The run gives 6 for the largest fanout of any net on the critical path.

The critical path is of the input pin to flip-flop type. OpenROAD emitted warnings numbering 28. Area fraction in and, or, nand and nor cells: 28.98%. The number of global-route vias before repair was 4668.

The run gives 556.1 uW for the internal power of the cells. The number of clock sinks came to 104. The number of buffers created by CTS is 9. The synthesized netlist devotes 10.41% of its cell area to XOR and XNOR gates. The count of pins over their slew limit came out at 0. The netlist uses 79 different library cells.

For the number of placed I/O pins, the log shows 32. The run gives 0.005916 mm2 for the synthesized cell area. For this run, the chip area from Yosys synthesis comes to 0.005916 mm2. The repair_antennas step left the layout with diodes totalling 0. The wire length after detailed routing was 12.81 mm. TritonRoute reported its final design rule violation total as 0. In this run the static leakage power is 0.002392 uW. The run gives 51.59% as the initial core utilization.

The sum of negative setup slack is 0 ps, and the number of setup buffers added after CTS is 0. For the final number of setup-violating endpoints, the log shows 0. The power share of the clock group is 36.7%. The kind of start point of the critical path was an input pin.

The combinational share of power came out at 15.0%. For the worst setup path, the data arrival time is 6570 ps. The final weighted congestion in routability-driven placement is 0.9208.

The floorplan step defined a die boundary enclosing 0.01227 mm2. TritonCTS built the clock tree. For this run, the detailed router's first-pass iteration total came to 7.

Among the non-sequential cells, simple AND/OR/NAND/NOR gates take the most area. The number of flops mapped to enable cells by yosys was 1. The final global-route overflow total is 0, and the count of input and output buffers is 31. The post-synthesis mux area share works out to 3.215%. The kind of capture point of the worst setup path was a flip-flop. The clock edge transition at the registers on the reported setup and hold paths was 70 ps; the sequential area share after synthesis was 35.36%.

For this sky-water flow run, the detailed-routed wirelength per cell is reported as 14.66 um. The source-to-sink clock delay at the later pin of the worst-skew pair came out at 350 ps. The count of state elements after synthesis works out to 104.

Die extent in x: 110.8 um.
==> cells by family (layout without fill, tap and decap cells) <==
logic type | Yosys count | in the layout
AND/OR/NAND/NOR | 322 | 322
other | 1 | 3
XOR/XNOR | 66 | 66
buffers and inverters | 68 | 80
AND-OR/OR-AND | 125 | 125
adder cells (fa/ha/maj) | 14 | 14
multiplexers | 17 | 17
flip-flops | 104 | 104
==> path summary, 6_finish.rpt <==
| path | from | endpoint | slack [ps] | depth (start not counted) |
|---|---|---|---|---|
| setup / recovery | sw[6] | Led[2] | 5860 | 18 |
| hold / removal | C1.current[0] | A1.ones[0] | 450 | 0 |
| hold reg to reg | C1.current[0] | A1.ones[0] | 450 | 0 |
| setup reg to reg | C1.counter[0] | C1.counter[5] | 8390 | 10 |
==> flip-flops by register name, indices dropped and copies added (netlist names), 4 cells and up <==
signal / cells
Led: 8
C1.counter: 26
C1.current: 7
A1.right.Segments: 7
A1.left.Segments: 7
A1.tens: 10
counter: 18
an: 4
A1.ones: 4
seg: 7
==> cells in the mapped netlist (all sizes together) (3+ instances only) <==
library cell	count	area (um2)
and4	6	52.55
nand3	33	165.2
o21ai	37	188.9
o211ai	7	57.55
or4	6	45.04
nor4b	8	91.33
nor2	55	206.5
buf	10	52.55
nor2b	13	81.33
mux2	6	67.56
nor3	37	185.2
dfxtp	103	2062
a221oi	4	35.03
and3	13	81.33
or2	8	50.05
clkbuf	27	101.4
nor4	12	75.07
o32ai	4	35.03
nand3b	3	22.52
or3	11	68.82
nand2b	7	43.79
ha	13	162.7
a21o	4	30.03
o31a	3	26.28
nand4b	3	26.28
nand4	16	100.1
inv	31	116.4
a21oi	26	130.1
xor2	21	183.9
a32o	3	30.03
and2	7	43.80
nand2	72	270.3
a211oi	7	57.55
mux2i	10	100.1
xnor2	43	384.1
o41ai	4	35.03
a31oi	3	18.77
nor3b	4	30.03
==> power by group through the flow <==
stage | registers (uW) | logic (uW) | clock network (uW)
CTS | 360 | 113 | 282
finish | 360 | 112 | 273
global route | 361 | 127 | 298
==> layout make-up <==
cell class | instances | area [um2]
fillers | 1019 | 4910
well taps | 143 | 178.9
clock buffers | 11 | 242.7
inverters | 31 | 116.4
clock inverters | 5 | 41.29
repair buffers | 33 | 325.3
flip-flops and latches | 104 | 2092
multi-input cells | 547 | 3561
==> per-stage QoR <==
| step | setup WS [ps] | instance area, um2 |
|---|---|---|
| after global routing | 5462 | 6558 |
| after CTS | 5874 | 6558 |
| after floorplan | 6112 | 5923 |
| final | 5863 | 6558 |
| after global placement | 5562 | 6274 |
| after detailed placement | 5508 | 6274 |
==> critical path, cell delays in order <==
cell                              delay, ps
sky130_fd_sc_hd__clkdlybuf4s50_1        480
sky130_fd_sc_hd__inv_1                   50
sky130_fd_sc_hd__ha_1                   320
sky130_fd_sc_hd__xor2_1                 170
sky130_fd_sc_hd__ha_1                   290
sky130_fd_sc_hd__nand2b_1               140
sky130_fd_sc_hd__o31a_1                 120
sky130_fd_sc_hd__ha_1                   270
sky130_fd_sc_hd__mux2_2                 290
sky130_fd_sc_hd__ha_1                   270
sky130_fd_sc_hd__mux2_2                 290
sky130_fd_sc_hd__ha_1                   200
sky130_fd_sc_hd__nand2_1                120
sky130_fd_sc_hd__xor2_1                  90
sky130_fd_sc_hd__xnor2_1                380
sky130_fd_sc_hd__nand2_1                100
sky130_fd_sc_hd__mux4_2                 450
sky130_fd_sc_hd__o31a_1                 110
==> routing by layer <==
metal / share of wire, % / up-vias / global-route usage, %
met4: 0.97 / 0 / 2.578
met2: 45 / 109 / 35.28
met5: 0 / - / 0
li1: - / 2595 / -
met3: 4.5 / 13 / 4.236
met1: 49 / 2347 / 33.09
No activity file was given, so power comes from the tool's default toggle rates.
